--- ./config.mk ---
export PLATFORM = sky130hd
export DESIGN_NAME = radix4booth
export DESIGN_NICKNAME = radix4booth
export VERILOG_FILES = /design/flow/design.v
export SDC_FILE = /design/flow/constraint.sdc
export NUM_CORES = 4
export LEC_CHECK = 1
export CORE_UTILIZATION = 30
--- ./design.v ---
`timescale 1ns / 1ps
module adder(a,b,cin,sum, cout);
	input  a,b,cin;
	output sum,cout;
	wire c1,c2,s;
	half_adder h1(a,b,s,c1);
	half_adder h2(s,cin,sum,c2);;
	or o1(cout,c1,c2);
endmodule
`timescale 1ns / 1ps
module complement_2(
    input [7:0] a,
    output [7:0] b
    );
wire [7:0] na;
wire c;
generate 
    genvar k;
    for(k=0;k<8;k=k+1)
    begin
      not n(na[k],a[k]);
    end
  endgenerate
nbit_adder add(na,1,b,c);
endmodule
`timescale 1ns / 1ps
module controller(go,flag,ld,sel,state,clk,rst);
input go,flag,clk,rst;
output [4:0] ld ;
output [4:0]sel;
output [2:0] state;
wire[2:0] state;
wire [2:0] nextstate;
register_n #(3)r1(nextstate,state,clk,rst);
next_state nxt(state,flag,go,nextstate);
load_sel ls(state,ld,sel);
endmodule
`timescale 1ns / 1ps
module count_check(rout,out);
  output out;
  wire w;
  input [2:0]rout;
  or o(w,rout[2],rout[1],rout[0]);
  not nl(out,w);
endmodule
`timescale 1ns / 1ps
module count_decr( in,out
    );
input [2:0] in ;
output [2:0]out;
wire carry;
nbit_adder pp({5'b 00000,in},8'b 11111111 ,out,carry);
endmodule
`timescale 1ns / 1ps
module datapath(ld,sel,clk,sw,rst,flag,display);
input [4:0]ld;
input [4:0]sel;
input clk , rst; 
input [7:0]sw ; 
wire[2:0]  ct ;
wire[2:0]  ctnew;  
wire wc3,wc2,wc1,wc0;
output flag ;
output [15:0] display ;
wire [2:0] mainsel;
mux2_1 mc2( wc2,ctnew[2],1'b 1,sel[0]);
mux2_1 mc1( wc1,ctnew[1],1'b 0,sel[0]);
mux2_1 mc0( wc0,ctnew[0],1'b 0,sel[0]);
register cnt({wc2,wc1,wc0} , ct , clk , ld[0] , rst);
count_decr dec1(ct,ctnew) ;
count_check ck ( ct , flag );
wire [7:0] md;
wire [7:0] nmd;
wire [7:0] c2md;
register multiplicand(sw,md,clk,ld[1] , rst);
complement_2 c1 (md,nmd);
register compmd(nmd,c2md,clk,1'b 1 , rst);
wire [7:0]z ;
wire [7:0]newacc ;
wire [7:0]acc ;
wire [7:0]macc ;
wire [7:0]mmp ;
wire [7:0]mp;
wire [7:0]newmp;
wire [1:0]transshr ;
wire [1:0]lasttwo ;
mux4_1 muxacc7 (macc[7] ,{newacc[7], z[7],1'b 0,1'b 0}, sel[2:1]);
mux4_1 muxacc6 (macc[6] ,{newacc[6], z[6],1'b 0,1'b 0}, sel[2:1]);
mux4_1 muxacc5 (macc[5] ,{newacc[5], z[5],1'b 0,1'b 0}, sel[2:1]);
mux4_1 muxacc4 (macc[4] ,{newacc[4], z[4],1'b 0,1'b 0}, sel[2:1]);
mux4_1 muxacc3 (macc[3] ,{newacc[3], z[3],1'b 0,1'b 0}, sel[2:1]);
mux4_1 muxacc2 (macc[2] ,{newacc[2], z[2],1'b 0,1'b 0}, sel[2:1]);
mux4_1 muxacc1 (macc[1] ,{newacc[1], z[1],1'b 0,1'b 0}, sel[2:1]);
mux4_1 muxacc0 (macc[0] ,{newacc[0], z[0],1'b 0,1'b 0}, sel[2:1]);
register regacc(macc , acc , clk , ld[2] , rst);
mux2_1 muxmp7 (mmp[7] ,newmp[7], sw[7], sel[3]);
mux2_1 muxmp6 (mmp[6] ,newmp[6], sw[6], sel[3]);
mux2_1 muxmp5 (mmp[5] ,newmp[5], sw[5], sel[3]);
mux2_1 muxmp4 (mmp[4] ,newmp[4], sw[4], sel[3]);
mux2_1 muxmp3 (mmp[3] ,newmp[3], sw[3], sel[3]);
mux2_1 muxmp2 (mmp[2] ,newmp[2], sw[2], sel[3]);
mux2_1 muxmp1 (mmp[1] ,newmp[1], sw[1], sel[3]);
mux2_1 muxmp0 (mmp[0] ,newmp[0], sw[0], sel[3]);
register regmp(mmp , mp , clk , ld[3] , rst);
shr_2 shracc(acc,{acc[7],acc[7]},newacc , transshr);
shr_2 shrmp(mp,transshr,newmp , lasttwo);
wire [7:0]y;
wire carry;
wire lb;
wire lastbit ; 
mux2_1 reglbit(lb,lasttwo[1],1'b 0 , sel[4]);
register #(1) lbit(lb,lastbit,clk,ld[4],rst);
assign mainsel = {mp[1],mp[0],lastbit};
mux8_1 mainmux0({1'b 0 , c2md[0],c2md[0] ,1'b0 , 1'b 0 , md[0] , md[0], 1'b0 },mainsel,y[0] );
mux8_1 mainmux1({1'b 0 , c2md[1],c2md[1] ,c2md[0] , md[0] , md[1] , md[1], 1'b0 },mainsel,y[1] );
mux8_1 mainmux2({1'b 0 , c2md[2],c2md[2] ,c2md[1] , md[1] , md[2] , md[2], 1'b0 },mainsel,y[2] );
mux8_1 mainmux3({1'b 0 , c2md[3],c2md[3] ,c2md[2] , md[2] , md[3] , md[3], 1'b0 },mainsel,y[3] );
mux8_1 mainmux4({1'b 0 , c2md[4],c2md[4] ,c2md[3] , md[3] , md[4] , md[4], 1'b0 },mainsel,y[4] );
mux8_1 mainmux5({1'b 0 , c2md[5],c2md[5] ,c2md[4] , md[4] , md[5] , md[5], 1'b0 },mainsel,y[5] );
mux8_1 mainmux6({1'b 0 , c2md[6],c2md[6] ,c2md[5] , md[5] , md[6] , md[6], 1'b0 },mainsel,y[6] );
mux8_1 mainmux7({1'b 0 , c2md[7],c2md[7] ,c2md[6] , md[6] , md[7] , md[7], 1'b0 },mainsel,y[7] );
nbit_adder alu(acc,y,z,carry);
assign display = {acc,mp};
endmodule
`timescale 1ns / 1ps
module half_adder(
    input a,
    input b,
    output sum,
    output cout
    );
xor x1(sum,a,b);
and a1(cout,a,b);
endmodule
`timescale 1ns / 1ps
module load_sel(state,ld,sel
    );
input [2:0] state;
output [4:0] ld;
output [4:0] sel;
wire [2:0] nstate;
not n0(nstate[0],state[0]);
not n1(nstate[1],state[1]);
not n2(nstate[2],state[2]);
and a1(ld[0],nstate[1],state[0]);
and a2(ld[1],nstate[2],nstate[1],nstate[0]);
and a3(w1,nstate[2],state[0]);
and a4(w2,state[2],nstate[1],nstate[0]);
or or1(ld[2],w1,w2);
and a5(w3,nstate[2],state[1],nstate[0]);
or or2(ld[3],w3,w2);
and a6(w4,nstate[2],nstate[1],state[0]);
or or3(ld[4],w4,w2);
and aa1( sel[0],state[2],nstate[1],state[0]);
and aa2(sel[1],state[2],nstate[1],nstate[0]);
and aa3(ww1,nstate[2],nstate[1],state[0]);
not nn(sel[2],ww1);
not nn2(sel[4],ww1);
and aa4(sel[3],state[2],nstate[1],nstate[0]);
endmodule
`timescale 1ns / 1ps
module mux2_1(out,a,b,sel);  
output  out;  
input  a,b,sel;  
  not   not1(sel_, sel); 
  and   and1(a1,  a,  sel);  
  and   and2(b1,  b,  sel_);  
   or   or1(out,  a1,  b1);  
  endmodule  
`timescale 1ns / 1ps
module mux4_1(
    output out,
    input [3:0] a,
    input [1:0] sel
    );
wire [1:0] nsel;
wire [7:0] w;
not n0(nsel[0],sel[0]);
not n1(nsel[1],sel[1]);
and a0(w[0],nsel[1],nsel[0],a[0]);
and a1(w[1],nsel[1],sel[0],a[1]);
and a2(w[2],sel[1],nsel[0],a[2]);
and a3(w[3],sel[1],sel[0],a[3]);
or o1(out,w[0],w[1],w[2],w[3]);
endmodule
`timescale 1ns / 1ps
module mux8_1(
    input [7:0] a,
    input [2:0] sel,
    output out
    );
wire [2:0] nsel;
wire [7:0] w;
not n0(nsel[0],sel[0]);
not n1(nsel[1],sel[1]);
not n2(nsel[2],sel[2]);
and a0(w[0],nsel[2],nsel[1],nsel[0],a[0]);
and a1(w[1],nsel[2],nsel[1],sel[0],a[1]);
and a2(w[2],nsel[2],sel[1],nsel[0],a[2]);
and a3(w[3],nsel[2],sel[1],sel[0],a[3]);
and a4(w[4],sel[2],nsel[1],nsel[0],a[4]);
and a5(w[5],sel[2],nsel[1],sel[0],a[5]);
and a6(w[6],sel[2],sel[1],nsel[0],a[6]);
and a7(w[7],sel[2],sel[1],sel[0],a[7]);
or o1(out,w[0],w[1],w[2],w[3],w[4],w[5],w[6],w[7]);
endmodule
`timescale 1ns / 1ps
module nbit_adder(a,b,sum,carry);
	input [7:0] a;
	input [7:0] b;
	wire [6:0]s;
	output [7:0] sum;
	output carry;
	adder u0 (a[0],b[0],1'b0,sum[0],s[0]);
	adder u1 (a[1],b[1],s[0],sum[1],s[1]);
	adder u2 (a[2],b[2],s[1],sum[2],s[2]);
	adder u3 (a[3],b[3],s[2],sum[3],s[3]);
	adder u4 (a[4],b[4],s[3],sum[4],s[4]);
	adder u5 (a[5],b[5],s[4],sum[5],s[5]);
	adder u6 (a[6],b[6],s[5],sum[6],s[6]);
	adder u7 (a[7],b[7],s[6],sum[7],carry);
endmodule
`timescale 1ns / 1ps
module next_state(
    input [2:0] state,
    input flag,
    input go,
    output [2:0] nextstate
    );
wire [2:0] nstate;
not n0(nstate[0],state[0]);
not n1(nstate[1],state[1]);
not n2(nstate[2],state[2]);
not n3(ngo,go);
not n4(nflag,flag);
and a1(w1,state[1],state[0]);
and a2(w2,state[2],nstate[1],nstate[0]);
and a3(w3,state[2],nstate[1],flag);
and a4(w4,state[2],nstate[0],go);
or o1(nextstate[2],w1,w2,w3,w4);
and aa1(ww1,state[2],state[0]);
and aa2(ww2,nstate[1],state[0],ngo);
and aa3(ww3,nstate[2],state[1],nstate[0]);
and aa4(ww4,go,nstate[0],state[1]);
or o2(nextstate[1],ww1,ww2,ww3,ww4);
and ab1(wb1,nstate[2],nstate[1],go);
and ab2(wb2,nstate[2],nstate[0],go);
and ab3(wb3,state[2],nstate[0],ngo);
and ab4(wb4,state[2],nstate[1],nflag);
or o3(nextstate[0],wb1,wb2,wb3,wb4);
endmodule
`timescale 1ns / 1ps
module radix4booth(sw,go,clk,rst,display,state);
input [7:0] sw;
input clk , rst,go;
output [15:0] display;
wire [4:0] ld;
wire [4:0] sel;
wire flag;
output [2:0]state;
datapath dp(ld,sel,clk,sw,rst,flag,display);
controller cont(go,flag,ld,sel,state,clk,rst);
endmodule
`timescale 1ns / 1ps
module register(in, out, clk ,load, rst);
 parameter SIZE=16;
 output [SIZE-1:0] out;
 input [SIZE-1:0] in;
 input clk, rst,load;
 reg [SIZE-1:0] out;
 always @(posedge clk)
 	begin
 	if (rst) out <= 0;
 	else if(load) out <= in;
 	end
endmodule
`timescale 1ns / 1ps
module register_n(in, out, clk,rst);
 parameter SIZE=16;
 output [SIZE-1:0] out;
 input [SIZE-1:0] in;
 input clk,rst;
 reg [SIZE-1:0] out;
 always @(negedge clk)
 	begin
 	if (rst) out <= 0;
   else  out <= in;
 	end
endmodule
`timescale 1ns / 1ps
module shr_2( in ,inadd ,out,res
    );
input [7:0] in ;
input [1:0] inadd ;
output [7:0] out ;
output [1:0] res ;
assign res[1] = in[1];
assign res[0] = in[0];
generate
	 	genvar m;
      for(m=0;m<6;m=m+1)  begin
          assign out[m] = in[m+2];
		end
 assign out[6] = inadd[0];
 assign out[7] = inadd[1];
endgenerate
endmodule
--- ./constraint.sdc ---
current_design radix4booth

set clk_period 4.6
set clk_io_pct 0.2

create_clock -name clk0 -period $clk_period [get_ports {clk}]

set non_clock_inputs [all_inputs -no_clocks]
set_input_delay [expr $clk_period * $clk_io_pct] -clock clk0 $non_clock_inputs
set_output_delay [expr $clk_period * $clk_io_pct] -clock clk0 [all_outputs]
--- ./run.sh ---
#!/bin/bash
# OpenROAD 26Q1-2900-gdf79404cd8, Yosys 0.63+post, stock flow scripts
make -C /OpenROAD-flow-scripts/flow DESIGN_CONFIG=/design/flow/config.mk WORK_HOME=/design/flow/orfs finish
==> qor.log <==
INFO  setup_path     path_max_fanout=2
INFO  floorplanning  core_area=0.00733mm^2
INFO  placement      dp_worst_setup_slack=337ps
INFO  sta            final-setup-viol-count=0
INFO  drt            drt_pass_1_iters=4
INFO  floorplanning  cell_row_count=31
INFO  clock_tree     clock_sink_count=39
INFO  grt            grt_pass1_wl=8.31mm
INFO  power          clockPowerShare=33.8%
INFO  placement      post-dp-hpwl=3.59mm
INFO  power          sequentialPowerShare=51.2%
INFO  setup_path     crit_path_max_incr_delay=480ps
INFO  clock_tree     cts.root.buffer_cell=sky130_fd_sc_hd__clkbuf_8
INFO  logic_synthesis synthesis.area=0.00231mm^2
INFO  power          power.combinational.fraction=15.0%
INFO  floorplanning  chipWidth=89.7um
INFO  drt            routed_wire_length_per_instance=13.6um
INFO  clock_tree     cts-resized-gates=0
INFO  setup_path     setup.worst_path.start_class=flop
INFO  logic_synthesis ys_ff=39
INFO  clock_tree     clkSlewWorstSetupHoldPaths=90ps
INFO  power          cellLeakagePower=0.952nW
INFO  clock_tree     cts_max_path_buffers=2
INFO  logic_synthesis xor_xnor_share_of_the_synthesized_area=1.52%
INFO  floorplanning  die-height=89.7um
INFO  logic_synthesis netlist_instances=264
INFO  floorplanning  ios=30
INFO  floorplanning  chipArea=0.00804mm^2
INFO  run_status     status=finished, final reports clean
INFO  logic_synthesis synth.logic.top_family=AND-OR/OR-AND gates
INFO  cells_and_area design_area=0.00267mm^2
INFO  power          cell_internal_power=0.000524W
INFO  drt            drt.antenna.violating_nets=0
INFO  drt            route.detailed.vias_per_inst=4.99
INFO  clock_tree     tritoncts=built
INFO  sta            max-slew-margin-rel=62.4%
INFO  cells_and_area proportion_of_layout_cells_with_a_drive_suffix_above_1=8.30%
INFO  grt            overflow=0
INFO  clock_tree     cts.htree.levels=2
INFO  setup_path     worst_ep_arrival_time=3480ps
INFO  setup_path     critPathKind=flop to primary output
INFO  sta            grt_setup_unrepaired=no
INFO  logic_synthesis dominantRegCellSynth=sky130_fd_sc_hd__dfxtp_1
INFO  logic_synthesis synthesis.area_per_instance=8.73um^2
INFO  clock_tree     number_of_clock_buffers_inserted_by_tritoncts=5
INFO  worst_hold_path min_path_type=flop to flop
INFO  setup_path     timing.critical_path.buf_inv=1
INFO  logic_synthesis async_flop_share=0%
INFO  setup_path     cp_data_required_time=3680ps
INFO  clock_tree     postCtsHoldBufs=0
INFO  logic_synthesis yosys-stat-cells=264
INFO  placement      gp_congestion=0.790
INFO  drt            drc=0
INFO  power          power_spent_charging_and_discharging_nets=0.000213W
INFO  floorplanning  fp_util=31.5%
INFO  clock_tree     clock_insertion_delay_worst_skew=350ps
INFO  sta            worst-slew-pin-transition=564ps
INFO  power          maximum_vdd_ir_drop=0.000144V
INFO  setup_path     crit_path_end_kind=primary output
INFO  sta            final_hold_viol_count=0
INFO  grt            first_global_vias=1675
INFO  logic_synthesis synth-edff-count=0
INFO  setup_path     critical_path.top_delay_family=buffers and inverters
INFO  setup_path     cp_cell_sequence=clkdlybuf4s50_1
INFO  sta            tns=0ps
INFO  power          power.density_cell_area=276mW/mm^2
INFO  power          power.share.switching=28.9%
INFO  grt            grt_start_max_net_pins=37
INFO  logic_synthesis ys_types=39
INFO  sta            final.setup_skew=64.0ps
INFO  logic_synthesis synth.yosys.warnings=37
INFO  logic_synthesis postSynthSeqShare=33.9%
INFO  cells_and_area area_growth_syn_to_layout=15.7%
INFO  sta            final_setup_slack_of_the_worst_path=202ps
INFO  logic_synthesis yosys.stat.chipArea=0.00231mm^2
INFO  logic_synthesis post_synth_fa_ha_maj_area_fraction=9.55%
INFO  logic_synthesis simple_gate_area_share=14.9%
INFO  flow_run       maxCapViolCount=0
INFO  drt            route.antenna.diode_count=0
INFO  logic_synthesis ys_sh_aoi=21.6%
INFO  setup_path     cp_slowest_cell=sky130_fd_sc_hd__clkdlybuf4s50_1
INFO  drt            wl=5.12mm
INFO  sta            timing_max_transition_violations_final=0
INFO  grt            combined_global_route_utilization_of_all_metal_layers=13.5%
INFO  logic_synthesis mux_share=7.16%
INFO  grt            grt_antenna_before_repair=0
INFO  drt            num_vias=1878
INFO  drt            dr.first_iter.drc_count=79
INFO  placement      placed_cell_area=0.00257mm^2
INFO  cells_and_area num-fill-cells=744
INFO  clock_tree     post-cts-setup-buffers=0
INFO  cells_and_area final_core_util=36.4%
INFO  placement      io_buffers=29
INFO  power          post_layout_power=0.000737W
INFO  flow_run       stage_log_warnings=28
-- placed cells by master, fill, tap and decap left out, types with 2 or more instances in the layout --
| cell type | instances |
|---|---|
| sky130_fd_sc_hd__a31oi_1 | 2 |
| sky130_fd_sc_hd__fa_1 | 6 |
| sky130_fd_sc_hd__buf_4 | 7 |
| sky130_fd_sc_hd__nand3_1 | 2 |
| sky130_fd_sc_hd__nand2_1 | 21 |
| sky130_fd_sc_hd__a22o_1 | 4 |
| sky130_fd_sc_hd__a22oi_1 | 12 |
| sky130_fd_sc_hd__clkbuf_8 | 5 |
| sky130_fd_sc_hd__nor3b_1 | 2 |
| sky130_fd_sc_hd__nor2b_1 | 8 |
| sky130_fd_sc_hd__clkinvlp_4 | 2 |
| sky130_fd_sc_hd__a221oi_1 | 8 |
| sky130_fd_sc_hd__ha_1 | 8 |
| sky130_fd_sc_hd__xnor2_1 | 3 |
| sky130_fd_sc_hd__a311oi_1 | 7 |
| sky130_fd_sc_hd__mux2_2 | 2 |
| sky130_fd_sc_hd__a21oi_1 | 21 |
| sky130_fd_sc_hd__dfxtp_1 | 39 |
| sky130_fd_sc_hd__clkdlybuf4s50_1 | 29 |
| sky130_fd_sc_hd__mux2i_1 | 12 |
| sky130_fd_sc_hd__inv_1 | 17 |
| sky130_fd_sc_hd__o221a_2 | 2 |
| sky130_fd_sc_hd__o21ai_0 | 12 |
| sky130_fd_sc_hd__a211oi_1 | 2 |
| sky130_fd_sc_hd__nand2b_1 | 3 |
| sky130_fd_sc_hd__nor2_1 | 28 |
-- flip-flops by register name, summed over array words and instances (netlist names) --
register and count:
dp.cnt.out 3, dp.regmp.out 8, dp.lbit.out 1, dp.regacc.out 8, dp.compmd.out 8, dp.multiplicand.out 8
cont.r1.out 3
-- per-layer routing --
layer,wire (um),global-route usage (%)
met1,2650,22.2
met2,2160,19.2
met3,230,2.32
met4,73,1.44
met5,0,0
-- cells in the mapped netlist, types with 2 or more instances --
cell type	n	area share [%]
sky130_fd_sc_hd__dfxtp_1	39	34
sky130_fd_sc_hd__nor2_1	28	4.6
sky130_fd_sc_hd__a21oi_1	21	4.6
sky130_fd_sc_hd__nand2_1	21	3.4
sky130_fd_sc_hd__buf_4	17	5.5
sky130_fd_sc_hd__inv_1	15	2.4
sky130_fd_sc_hd__a22oi_1	12	3.9
sky130_fd_sc_hd__mux2i_1	12	5.2
sky130_fd_sc_hd__o21ai_0	12	2.6
sky130_fd_sc_hd__a221oi_1	8	3.0
sky130_fd_sc_hd__buf_2	8	1.7
sky130_fd_sc_hd__ha_1	8	4.3
sky130_fd_sc_hd__nor2b_1	8	2.2
sky130_fd_sc_hd__a311oi_1	7	2.7
sky130_fd_sc_hd__clkbuf_1	6	0.98
sky130_fd_sc_hd__fa_1	6	5.2
sky130_fd_sc_hd__a22o_1	4	1.5
sky130_fd_sc_hd__nand2b_1	3	0.81
sky130_fd_sc_hd__xnor2_1	3	1.1
sky130_fd_sc_hd__a211oi_1	2	0.65
sky130_fd_sc_hd__a31oi_1	2	0.54
sky130_fd_sc_hd__mux2_2	2	0.98
sky130_fd_sc_hd__nand3_1	2	0.43
sky130_fd_sc_hd__nor3b_1	2	0.65
sky130_fd_sc_hd__o221a_2	2	0.98
-- worst paths after layout --
kind / start / end / slack, ps / cells after the start
max: cont.r1.out[2] / state[2] / 200 / 1
min: dp.regmp.out[2] / dp.regmp.out[2] / 480 / 2
max reg2reg: dp.regmp.out[1] / dp.regacc.out[6] / 460 / 11
min reg2reg: dp.regmp.out[2] / dp.regmp.out[2] / 480 / 2
-- cell type report --
class / instances / area, um^2 / share of cell area [%]
multi-input cells: 177 / 1260 / 47.4
flip-flops and latches: 39 / 781 / 29.3
repair buffers: 36 / 343 / 12.9
well taps: 99 / 124 / 4.64
clock buffers: 5 / 68.8 / 2.58
inverters: 14 / 52.6 / 1.97
clock inverters: 6 / 35.0 / 1.31
-- metrics by stage --
stage,cells,hold slack [ps]
6_report,376,478
5_1_grt,376,500
4_1_cts,376,480
3_5_place_dp,366,467
3_3_place_gp,366,464
2_1_floorplan,264,449
-- power by group through the flow --
stage / Sequential, W / Combinational (W) / Clock [W]
finish: 0.000377 / 0.000110 / 0.000249
global route: 0.000380 / 0.000124 / 0.000277
CTS: 0.000377 / 0.000111 / 0.000256
-- tightest hold or removal path, delay by kind of cell (launching register included) --
kind / cells / cell delay [ps]
compound gates: 1 / 50
flops: 1 / 330
simple gates: 1 / 60
-- kinds of logic after synthesis --
family                     count (synthesis)
xor gates and xnor gates                   4
adders and majority gates                 14
buffers and inverters                     48
and+or+nand+nor                           70
DFF                                       39
muxes                                     15
AOI/OAI and AO/OA                         74
Power is estimated from default activity; no workload was simulated.
